**./design.v**
```verilog
module LRELU_8(
    input  wire signed [7:0] x, a,      
    output wire signed [7:0] y          
);
    assign y = (x > 0) ? x : ((a * x) >>> 4);
endmodule
module LRELU_16(
    input  wire signed [15:0] x, a,     
    output wire signed [15:0] y         
);
    assign y = (x > 0) ? x : ((a * x) >>> 8);
endmodule
module LRELU_32(
    input  wire signed [31:0] x, a,    
    output wire signed [31:0] y         
);
    assign y = (x > 0) ? x : ((a * x) >>> 16);
endmodule
module sigmoid_8_3(
    input  wire signed [7:0] x,
    output reg  signed [7:0] y
);
localparam signed [7:0] POS2 = 32;
localparam signed [7:0] NEG2 = -32;
localparam signed [7:0] ONE  = 16;
always @(*) begin
    if (x > POS2)
        y = ONE;
    else if (x < NEG2)
        y = 0;
    else
        y = ((x >>> 1) + ONE) >>> 1;
end
endmodule
module sigmoid_16_3(
    input  wire signed [15:0] x,
    output reg  signed [15:0] y
);
localparam signed [15:0] POS2 = 512;
localparam signed [15:0] NEG2 = -512;
localparam signed [15:0] ONE  = 256;
always @(*) begin
    if (x > POS2)
        y = ONE;
    else if (x < NEG2)
        y = 0;
    else
        y = ((x >>> 1) + ONE) >>> 1;
end
endmodule
module sigmoid_32_3(
    input  wire signed [31:0] x,
    output reg  signed [31:0] y
);
localparam signed [31:0] POS2 = 131072;
localparam signed [31:0] NEG2 = -131072;
localparam signed [31:0] ONE  = 65536;
always @(*) begin
    if (x > POS2)
        y = ONE;
    else if (x < NEG2)
        y = 0;
    else
        y = ((x >>> 1) + ONE) >>> 1;
end
endmodule
module sigmoid_8_5(
    input  wire signed [7:0] x,
    output reg  signed [7:0] y
);
localparam signed [7:0] B1  = 28;
localparam signed [7:0] B2  = 12;
localparam signed [7:0] NB1 = -28;
localparam signed [7:0] NB2 = -12;
localparam signed [7:0] ONE    = 16;
localparam signed [7:0] A125   = 2;
localparam signed [7:0] VAL15  = 24;
localparam signed [7:0] VAL875 = 14;
always @(*) begin
    if (x >= B1)
        y = ONE;
    else if (x <= NB1)
        y = 0;
    else if (x > NB1 && x < NB2)
        y = ((((x <<< 1) + VAL15) >>> 2) + A125) >>> 1;
    else if (x < B1 && x > B2)
        y = ((((x <<< 1) - VAL15) >>> 2) + VAL875) >>> 1;
    else
        y = ((x >>> 1) + ONE) >>> 1;
end
endmodule
module sigmoid_16_5(
    input  wire signed [15:0] x,
    output reg  signed [15:0] y
);
localparam signed [15:0] B1  = 448;
localparam signed [15:0] B2  = 192;
localparam signed [15:0] NB1 = -448;
localparam signed [15:0] NB2 = -192;
localparam signed [15:0] ONE    = 256;
localparam signed [15:0] A125   = 32;
localparam signed [15:0] VAL15  = 384;
localparam signed [15:0] VAL875 = 224;
always @(*) begin
    if (x >= B1)
        y = ONE;
    else if (x <= NB1)
        y = 0;
    else if (x > NB1 && x < NB2)
        y = ((((x <<< 1) + VAL15) >>> 2) + A125) >>> 1;
    else if (x < B1 && x > B2)
        y = ((((x <<< 1) - VAL15) >>> 2) + VAL875) >>> 1;
    else
        y = ((x >>> 1) + ONE) >>> 1;
end
endmodule
module sigmoid_32_5(
    input  wire signed [31:0] x,
    output reg  signed [31:0] y
);
localparam signed [31:0] B1  = 114688;
localparam signed [31:0] B2  = 49152;
localparam signed [31:0] NB1 = -114688;
localparam signed [31:0] NB2 = -49152;
localparam signed [31:0] ONE    = 65536;
localparam signed [31:0] A125   = 8192;
localparam signed [31:0] VAL15  = 98304;
localparam signed [31:0] VAL875 = 57344;
always @(*) begin
    if (x >= B1)
        y = ONE;
    else if (x <= NB1)
        y = 0;
    else if (x > NB1 && x < NB2)
        y = ((((x <<< 1) + VAL15) >>> 2) + A125) >>> 1;
    else if (x < B1 && x > B2)
        y = ((((x <<< 1) - VAL15) >>> 2) + VAL875) >>> 1;
    else
        y = ((x >>> 1) + ONE) >>> 1;
end
endmodule
module tanh_8_5(
    input  wire signed [7:0] x,
    output reg  signed [7:0] y
);
localparam signed [7:0] B1  = 12;
localparam signed [7:0] NB1 = -12;
localparam signed [7:0] B2  = 4;
localparam signed [7:0] NB2 = -4;
always @(*) begin
    if (x >= B1)
        y = 16;
    else if (x <= NB1)
        y = -16;
    else if (x > NB1 && x < NB2)
        y = ((x <<< 1) + 4) >>> 2;
    else if (x < B1 && x > B2)
        y = ((x <<< 1) - 4) >>> 2;
    else
        y = x;
end
endmodule
module tanh_16_5(
    input  wire signed [15:0] x,
    output reg  signed [15:0] y
);
localparam signed [15:0] B1  = 192;
localparam signed [15:0] NB1 = -192;
localparam signed [15:0] B2  = 64;
localparam signed [15:0] NB2 = -64;
always @(*) begin
    if (x >= B1)
        y = 256;
    else if (x <= NB1)
        y = -256;
    else if (x > NB1 && x < NB2)
        y = ((x <<< 1) + 64) >>> 2;
    else if (x < B1 && x > B2)
        y = ((x <<< 1) - 64) >>> 2;
    else
        y = x;
end
endmodule
module tanh_32_5(
    input  wire signed [31:0] x,
    output reg  signed [31:0] y
);
localparam signed [31:0] B1  = 49152;
localparam signed [31:0] NB1 = -49152;
localparam signed [31:0] B2  = 16384;
localparam signed [31:0] NB2 = -16384;
always @(*) begin
    if (x >= B1)
        y = 65536;
    else if (x <= NB1)
        y = -65536;
    else if (x > NB1 && x < NB2)
        y = ((x <<< 1) + 16384) >>> 2;
    else if (x < B1 && x > B2)
        y = ((x <<< 1) - 16384) >>> 2;
    else
        y = x;
end
endmodule
```
**./run.sh**
```bash
#!/bin/bash
# OpenROAD 26Q1-2900-gdf79404cd8, Yosys 0.63+post, stock flow scripts
make -C /OpenROAD-flow-scripts/flow DESIGN_CONFIG=/design/flow/config.mk WORK_HOME=/design/flow/orfs finish
```
**./config.mk**
```make
export PLATFORM = sky130hd
export DESIGN_NAME = tanh_32_5
export DESIGN_NICKNAME = tanh_32_5
export VERILOG_FILES = /design/flow/design.v
export SDC_FILE = /design/flow/constraint.sdc
export NUM_CORES = 4
export LEC_CHECK = 1
export CORE_AREA = 10 10 83 83
export DIE_AREA = 0 0 93 93
export SYNTH_HDL_FRONTEND = slang
```
**./constraint.sdc**
```tcl
current_design tanh_32_5

set clk_period 7.5
set clk_io_pct 0.2

create_clock -name clk0 -period $clk_period

set non_clock_inputs [all_inputs -no_clocks]
set_input_delay [expr $clk_period * $clk_io_pct] -clock clk0 $non_clock_inputs
set_output_delay [expr $clk_period * $clk_io_pct] -clock clk0 [all_outputs]
```
==> flow_metrics.tcl <==
# collected from the flow reports
set metrics [dict create \
    status "finished, final reports clean" \
    dp_hpwl_um 2650 \
    grt_max_degree 17 \
    dp.cells 222 \
    finalNonFillerCells 222 \
    coreArea_mm2 0.00514 \
    via_per_inst 4.20 \
    syn-cell-area_um2 682 \
    rsz0062_at_grt "no" \
    worst_pin_slew_ps 634 \
    nClkBuffers 0 \
    hold_class "primary input to output pin" \
    antenna_left 0 \
    fmax_mhz 169 \
    die_h_um 93 \
    vias 933 \
    yosysTopAreaCell "mux2i_1" \
    timing.final.crit_period_ps 5930 \
    antenna_found_initial 0 \
    synth.most_common_cell "nor2_1" \
    rows 26 \
    cpPeakStageDelay_ps 820 \
    path_max_fanout 16 \
    cts_resized 0 \
    min_to "y[0]" \
    hold_start "x[0]" \
    design.portCount 64 \
    syn_inst 100 \
    grt_overflow_total 0 \
    leakagePower_nw 0.539 \
    synth_seq_share_pct 0 \
    arrival_ps 4430 \
    nFillCells 587 \
    drtIter0Drc 35 \
    route.detailed.drc 0 \
    grt_pass1_wl_um 4600 \
    period_used_pct 79.1 \
    hold_viol 0 \
    yosys_cells 100 \
    crit_path_frequent_cell "clkdlybuf4s50_1" \
    crit_chain "clkdlybuf4s50_1 > nand4_1 > nor4_4 > a31oi_1 > buf_4 > nor4bb_1 > clkdlybuf4s50_1" \
    synth_cell_types 32 \
    n_antenna_cell 0 \
    ff_count 0 \
    cts_hold_buf 0 \
    io_buffers 64 \
    firstDrtPassIters 4 \
    gp_congestion 0.841 \
    flop_area_um2 0 \
    post-cts-setup-buffers 0 \
    area_growth_pct 99.6 \
    warnings 33 \
    die_w_um 93 \
    logic_area_um2 603 \
    ys_warn_count 0 \
    slew_viol_final 0 \
    wl_per_cell_um 13.4 \
    ys_top_cells_by_count "16 x nor2_1, 13 x mux2i_1, 10 x clkbuf_1, 10 x nand4_1" \
    maxCapViolCount 0 \
    tns_ps 0 \
    fp_util_pct 13.3 \
    max_slew_margin_pct 57.4 \
    hold_depth 4 \
    syn_avg_cell_area_um2 6.82 \
    slowest_stage "clkdlybuf4s50_1" \
    routed_wl_um 2970 \
    synth_chip_area_um2 682 \
    grt_pass1_vias 912 \
    setup_viol 0 \
    end_kind "output pin" \
    start_kind "primary input" \
    grt_usage_pct 6.27 \
    required_ps 6000 \
    netlist_top_cells_area "mux2i_1 19%, nand4_1 9.2%, nor2_1 8.8%, a31oi_1 6.4%, nor4_1 6.4%" \
    drive_gt1_share_pct 5.92 \
    top_cell_area_share_pct 19.1 \
    chipArea_mm2 0.00865 \
    peakVddDrop_mv 0.0159 \
    p_per_area_mw_per_mm2 34.0 \
    critPathKind "primary input to output pin" \
]
-- routing by layer --
layer  vias up  wire (um)  global-route usage [%]  part of all wire [%]
li1        487          -                       -                     -
met1       405       1380                    8.30                    47
met2        41       1290                    10.3                    43
met3         0        294                    2.10                   9.9
met4         0          0                       0                     0
met5         -          0                       0                     0
-- worst max path at each step --
stage / slack (ps) / depth (start not counted) / end / startpoint
CTS: 1490 / 7 / y[14] / x[31]
global route: 1300 / 7 / y[13] / x[31]
finish: 1570 / 7 / y[13] / x[31]
-- worst max-delay path, delay by kind of cell --
family | cells | cell delay (ps)
AOI/OAI and AO/OA | 1 | 200
buffers and inverters | 3 | 1590
and+or+nand+nor | 3 | 1140
-- cell families after synthesis --
| family | share of synthesized area (%) |
|---|---|
| and+or+nand+nor | 43.3 |
| xor gates and xnor gates | 2.57 |
| AOI/OAI and AO/OA | 19.8 |
| adders and majority gates | 3.67 |
| buffers and inverters | 11.6 |
| muxes | 19.1 |
-- cell type report --
type | instances | area share, %
repair buffers | 66 | 48.2
multi-input cells | 82 | 44.3
well taps | 70 | 6.43
inverters | 4 | 1.10
-- layout by cell type, fill, tap and decap left out, drive strengths merged, types with 2 or more instances in the layout --
cell type	instances
a21oi	3
a31oi	8
buf	2
clkdlybuf4s50	64
ha	2
inv	4
mux2i	13
nand2	2
nand2b	2
nand4	10
nor2	16
nor3	2
nor4	8
-- power breakdown --
part / switching (mW) / internal [mW]
clock: 0 / 0
sequential: 0 / 0
combinational: 0.0173 / 0.0290
total: 0.0173 / 0.0290
-- per-stage QoR --
| stage | hold WS [ps] | setup slack, ps | util [%] | power (mW) | cell area [um^2] |
|---|---|---|---|---|---|
| floorplan | 3040 | 3180 | - | 0.0158 | 682 |
| global placement | 4010 | 1570 | 26.5 | 0.0470 | 1360 |
| detailed placement | 4010 | 1490 | 26.5 | 0.0470 | 1360 |
| CTS | 4010 | 1490 | 26.5 | 0.0471 | 1360 |
| global route | 4040 | 1300 | 26.5 | 0.0505 | 1360 |
| finish | 4000 | 1570 | 26.5 | 0.0463 | 1360 |
Power is estimated from default activity; no workload was simulated.
